[./design.v]
module sram(clk, we, wl, tag_in, data_in, tag_out, data_out);
	input logic clk;
	input logic we;
	input logic [15:0] wl;
	input logic [3:0] tag_in;
	input logic [7:0] data_in;
	output logic [3:0] tag_out;
	output logic [7:0] data_out;
	logic [7:0] ramD[15:0];
	logic [3:0] ramT[15:0];
	logic [3:0] addr;
	encoder enc(wl, addr);
	always @ (posedge clk)
	begin
		if (we)
		begin
			ramT[addr] <= tag_in;		
			ramD[addr] <= data_in;
		end
	end
	assign	tag_out = ramT[addr];
	assign	data_out = ramD[addr];
endmodule
module encoder(input logic [15:0] in, output logic [3:0] out);    
	always_comb
	  casez (in) 
		  16'b0000000000000001 : out = 0; 
		  16'b0000000000000010 : out = 1; 
		  16'b0000000000000100 : out = 2; 
		  16'b0000000000001000 : out = 3; 
		  16'b0000000000010000 : out = 4; 
		  16'b0000000000100000 : out = 5; 
		  16'b0000000001000000 : out = 6; 
		  16'b0000000010000000 : out = 7; 
		  16'b0000000100000000 : out = 8; 
		  16'b0000001000000000 : out = 9; 
		  16'b0000010000000000 : out = 10; 
		  16'b0000100000000000 : out = 11; 
		  16'b0001000000000000 : out = 12; 
		  16'b0010000000000000 : out = 13; 
		  16'b0100000000000000 : out = 14; 
		  16'b1000000000000000 : out = 15; 
	  default: out = 16'bx;
	  endcase
endmodule
[./run.sh]
#!/bin/bash
# OpenROAD 26Q1-2900-gdf79404cd8, Yosys 0.63+post, stock flow scripts
make -C /OpenROAD-flow-scripts/flow DESIGN_CONFIG=/design/flow/config.mk WORK_HOME=/design/flow/orfs finish
[./config.mk]
export PLATFORM = sky130hd
export DESIGN_NAME = sram
export DESIGN_NICKNAME = sram
export VERILOG_FILES = /design/flow/design.v
export SDC_FILE = /design/flow/constraint.sdc
export NUM_CORES = 4
export LEC_CHECK = 1
export CORE_UTILIZATION = 40
[./constraint.sdc]
current_design sram

set clk_period 7.5
set clk_io_pct 0.2

create_clock -name clk0 -period $clk_period [get_ports {clk}]

set non_clock_inputs [all_inputs -no_clocks]
set_input_delay [expr $clk_period * $clk_io_pct] -clock clk0 $non_clock_inputs
set_output_delay [expr $clk_period * $clk_io_pct] -clock clk0 [all_outputs]
==> flow_summary.json <==
{
  "synthTopCellsByArea": "edfxtp_1 (74%), mux4_2 (6.6%), mux4_1 (4.4%)",
  "aoi_share": 0.05268,
  "synthCells": 393,
  "dp_cells": 695,
  "finalSetupTns_ps": 0,
  "cap_violations": 0,
  "power.density_nw_per_um2": 228.7,
  "grt_pass1_wl_mm": 24.72,
  "period_used_share": 0.8677,
  "netlist_area_um2": 7838,
  "post_route_cells_drive_above_1_share": 0.1692,
  "postCtsSetupRepairBufs": 0,
  "vias": 4025,
  "end_kind": "output port",
  "rsz0062_at_grt": "false",
  "yosysTopAreaCell": "edfxtp_1",
  "ant_nets": 0,
  "yosysWarnings": 2,
  "timing.final.max_slew_violations": 0,
  "place_hpwl_mm": 10.03,
  "chipArea_um2": 20160,
  "ys_chip_area_um2": 7838,
  "die_x_um": 142.0,
  "grt_pass1_vias": 4152,
  "xor_area_frac": 0.005587,
  "antenna_found_initial": 0,
  "routed_wl_mm": 16.31,
  "final_hold_viol_count": 0,
  "p_leak_nw": 2.876,
  "synthTopLogicFamily": "multiplexers",
  "vdd_drop_max_uv": 160.1,
  "worst_pin_slew_ps": 886.2,
  "port-buffer-count": 41,
  "ys_seq_elements": 192,
  "clk_pin_slew_ps": 70,
  "ys_seq_frac": 0.7356,
  "clkSinkCount": 192,
  "fp-utilization": 0.4135,
  "first_pass_iters": 4,
  "worstPathMaxFanout": 25,
  "root_buffer": "clkbuf_16",
  "numCtsBuffers": 17,
  "slew_headroom": 0.4070,
  "top_cell_area_share": 0.7356,
  "mux_share": 0.1403,
  "grt_overflow_total": 0,
  "critPathKind": "input pin to output port",
  "startpoint_type": "input pin",
  "clockBufferDepth": 2,
  "wl_per_cell_um": 22.44,
  "avgSynthCellArea_um2": 19.94,
  "hold_buffers": 0,
  "grt.total_usage": 0.1872,
  "synthToLayoutAreaGrowth_pct": 17.10,
  "adder_share": 0,
  "grt_max_degree": 64,
  "max_freq_mhz": 153.7,
  "fp.coreArea_um2": 18960,
  "period_needed_ps": 6508,
  "routed_via_density": 5.536,
  "crit_arrival_ps": 5010,
  "h-tree-depth": 4,
  "setup_viol_count_final": 0,
  "post-route-drc-count": 0,
  "n_antenna_cell": 0,
  "hp-class": "input pin to register",
  "stdcell_count": 727,
  "die.size.y_um": 142.0,
  "cts_tree": "done",
  "fp-row-count": 50,
  "ioPinCount": 42,
  "warning_count": 25,
  "gp_congestion": 0.8501,
  "drt_iter0_markers": 319,
  "ys_sh_simple": 0.04326,
  "critPathRequiredTime_ps": 6000,
  "cts_resized": 0,
  "status": "complete, no violations",
  "yosys_cells": 393,
  "ys_types": 37
}
[cell families (layout without fill, tap and decap cells)]
kind of cell    after synthesis  in the layout
buf+inv                      26            100
mux                          60             60
flops                       192            192
simple gates                 58             58
xor+xnor                      5              5
compound gates               52             52
[cell usage in the layout, fill, tap and decap left out, types with 2 or more instances in the layout]
cell type / instances
xor2_1: 5
clkbuf_16: 17
mux2i_1: 24
nor2_1: 27
edfxtp_1: 192
nand3b_1: 5
nor4b_1: 7
clkinv_2: 2
a211oi_1: 3
nor4_2: 2
inv_6: 3
clkdlybuf4s50_1: 41
buf_4: 19
a22o_1: 12
nand3_1: 3
o21ai_0: 3
clkbuf_1: 3
a211o_1: 12
a21oi_1: 2
buf_12: 2
inv_1: 6
o22ai_1: 12
mux4_1: 13
clkinv_1: 2
o211ai_1: 2
nor2b_1: 2
clkinvlp_4: 2
nand4_1: 6
mux4_2: 23
[worst max-delay path: stages]
cell and delay, ps:
clkdlybuf4s50_1 670, xor2_1 120, a211oi_1 250, o22a_2 630, buf_12 290, nand2b_1 550
o22ai_1 280, a211o_1 290, clkdlybuf4s50_1 400
[metal layers]
metal  share of wire  global-route usage  vias up  wire length (µm)
met5               0                   0        -                 0
met4           0.021             0.02773        0               350
met3            0.14              0.1213       17              2216
met2            0.46              0.2645      232              7454
met1            0.39              0.2701     1992              6292
li1                -                   -     1784                 -
[report_power, final]
part / total [mW] / internal (mW) / switching, mW
Combinational: 0.0739 / 0.0360 / 0.0379
Clock: 0.838 / 0.459 / 0.379
Sequential: 1.19 / 1.19 / 0.000932
[final timing paths]
check,slack (ps),start,to,cells past startpoint
max,990,wl[11],tag_out[2],9
min,2020,data_in[1],ramD[0][1],1
[cell usage after synthesis]
cell type / instances
nor4_2: 2
a221oi_1: 1
o22a_1: 1
a211o_1: 12
nor4b_1: 7
nand2b_1: 1
mux2i_1: 24
a2111oi_2: 1
edfxtp_1: 192
nand3_1: 3
clkbuf_1: 2
o22ai_1: 12
mux4_1: 13
inv_1: 6
nor4_4: 1
xor2_1: 5
buf_6: 5
mux4_2: 23
nor2b_1: 2
buf_4: 4
a211oi_1: 3
o311ai_0: 1
buf_12: 1
a22o_1: 12
nor3_1: 1
nand3b_1: 5
nor4_1: 1
buf_2: 8
o32ai_2: 1
or2_2: 1
nand2_1: 1
a21o_1: 1
o21ai_0: 3
nor2_1: 27
o211ai_1: 2
a21oi_1: 2
nand4_1: 6
[registers in the layout, summed over array words and instances, names as in the netlist]
signal and cells:
ramT 64, ramD 128
[area by class of cell]
type / instances / area [µm²]
Multi-Input combinational cell: 175 / 1926
Tap cell: 260 / 325.3
Inverter: 6 / 22.52
Clock inverter: 12 / 108.9
Fill cell: 1525 / 9778
Clock buffer: 20 / 436.7
Sequential cell: 192 / 5766
Timing Repair Buffer: 62 / 593.1
[through the flow]
step / utilization / hold WS (ps) / setup WS (ps) / power (mW) / instance area [µm²]
after global placement: 0.4554 / 2463 / 978.4 / 1.283 / 8632
after global routing: 0.4842 / 2068 / 638.6 / 2.163 / 9178
after floorplan: - / 1599 / 2451 / 1.233 / 7838
after detailed placement: 0.4554 / 2478 / 981.5 / 1.284 / 8632
after CTS: 0.4842 / 2033 / 978.0 / 2.113 / 9178
final: 0.4842 / 2022 / 992.1 / 2.099 / 9178
Power and IR drop assume default switching activity.
